--- ./design.v ---
module newcircuita (s, cout, w);
    input  [3:0] s;
    input  cout;
    output reg [3:0] w;
    always @ (*)
    begin
        case ({cout, s})
            5'b01010: w = 4'b0000;
            5'b01011: w = 4'b0001;
            5'b01100: w = 4'b0010;
            5'b01101: w = 4'b0011;
            5'b01110: w = 4'b0100;
            5'b01111: w = 4'b0101;
            5'b10000: w = 4'b0110;
            5'b10001: w = 4'b0111;
            5'b10010: w = 4'b1000;
            5'b10011: w = 4'b1001;
            default : w = 4'b0000;
        endcase
    end
endmodule
--- ./run.sh ---
#!/bin/bash
# OpenROAD 26Q1-2900-gdf79404cd8, Yosys 0.63+post, stock flow scripts
make -C /OpenROAD-flow-scripts/flow DESIGN_CONFIG=/design/flow/config.mk WORK_HOME=/design/flow/orfs finish
--- ./config.mk ---
export PLATFORM = sky130hd
export DESIGN_NAME = newcircuita
export DESIGN_NICKNAME = newcircuita
export VERILOG_FILES = /design/flow/design.v
export SDC_FILE = /design/flow/constraint.sdc
export NUM_CORES = 4
export LEC_CHECK = 1
export CORE_AREA = 10 10 70 70
export DIE_AREA = 0 0 80 80
--- ./constraint.sdc ---
current_design newcircuita

set clk_period 2.0
set clk_io_pct 0.2

create_clock -name clk0 -period $clk_period

set non_clock_inputs [all_inputs -no_clocks]
set_input_delay [expr $clk_period * $clk_io_pct] -clock clk0 $non_clock_inputs
set_output_delay [expr $clk_period * $clk_io_pct] -clock clk0 [all_outputs]
==> notes.md <==
run metrics: status complete, no violations, GPL Wtd Cong about 0.74, CP Launch Type primary input, YS chip area between 60 and 70 um^2, worst endpoint required time ~1.6 ns, GRT Total Usage less than 1%, Vias/cell 1.57, Final WS setup roughly 0.11 ns, fmax roughly 0.53 GHz, Final Slew Violations 0, commonest non-fill, non-tap cell in the layout dlygate4sd2_1, warning count from the yosys run 1, worst-path fanout max 3, peak supply drop 10.8 uV, synthesized instance count 10, initial antenna violation count 0, final count of hold timing violations 0, Place WS -0.141 ns, residual DRC count 0, worst slew pin tran around 0.2 ns, most instantiated logic cells after routing dlygate4sd2_1 (5), clkdlybuf4s50_1 (4), o21ai_2 (2), buf_4 (2), initial cell density of the core between 1.5 and 2%, Port Buffers 9, Die X about 80 um, I/O Pins 9, hold-fix buffers at CTS 0, global-route wire length before repair 448 um, Seq/Total Area, Yosys 0%, Routed wire per std cell between 4 and 5 um, Worst Setup SP cout, CP Buf/Inv Count 2, post-synth cell types 10, slowest stage delay, CP roughly 0.47 ns, drt first pass iters 2, total die size 6400 um^2, vias in the first global route between 90 and 100, Yosys Instances 10, Hold WC Path Type primary input to output pin, CP max stage cell clkdlybuf4s50_1, Starting DRT DRC Count 2, cycle use final between 90 and 100%, chip height approximately 80 um, CP endpoint kind output pin, Crit path depth 5, remaining global-route overflow 0, total wire length 279 um, WP data arrival between 1 and 1.5 ns, CP Capture Point w[0], Area Growth Syn to Fin 248%, dpl hpwl roughly 250 um, largest net degree at the start of global routing 6, Top delay family on crit path buffers and inverters, diode count 0, Tool Warnings 32, Setup CP Type primary input to output pin, Cell Chain, Critical Path dlygate4sd2_1 > nor2b_4 > o21ai_2 > a21boi_2 > clkdlybuf4s50_1, Site Rows 21, leak pwr approximately 0.081 nW, total vias in the final route between 100 and 150, Rel. slew slack between 80 and 90%, Synth Area per Inst ~6.8 um^2, Max-Cap Viols 0, hold slack about 1.4 ns, Post-Syn Area approximately 68 um^2, min Tclk post-route 1.89 ns, num sequential 0, Reg area 0 um^2, RSZ-0062 raised after global routing false, core footprint ~3400 um^2, CLK BUF 0, Antenna Nets Post-Route 0, Power Density roughly 120 nW/um^2, # setup viols final 0, share of layout cells above drive strength 1 42.9%
metrics by stage:
step                      cell area, um^2  instances  power [mW]  setup TNS (ns)  utilization (%)
after global routing                  235         67      0.0316               0             6.89
after CTS                             235         67      0.0294               0             6.89
final                                 235         67      0.0290               0             6.89
after detailed placement              230         67      0.0302          -0.366             6.74
after global placement                230         67      0.0300          -0.353             6.74
after floorplan                      67.6         10     0.00721               0                -
where the power goes:
| part | total [mW] | leakage [nW] | switching, mW | internal (mW) |
|---|---|---|---|---|
| Clock | 0 | 0 | 0 | 0 |
| Combinational | 0.0290 | 0.0807 | 0.0106 | 0.0184 |
| Sequential | 0 | 0 | 0 | 0 |
what timing repair did:
item	4_1_cts	5_1_grt
resized	8	0
endpoints found under the hold margin	0	0
buffers inserted	0	0
endpoints found under the setup margin	4	0
worst min-delay path by stage:
stage     startpoint  endpoint  slack, ns  cells after the start
4_1_cts         s[1]      w[1]       1.39                      3
5_1_grt         s[1]      w[1]       1.42                      3
6_report        s[1]      w[1]       1.38                      3
layer usage:
metal / wire length [um] / share of wire [%] / global-route usage, %
met5: 0 / 0 / 0
met4: 0 / 0 / 0
met3: 67 / 24 / 0.455
met2: 68 / 24 / 1.04
met1: 143 / 51 / 1.12
cell usage after synthesis:
cell type / number / area (um^2)
a21boi_2: 1 / 11.3
a21oi_2: 1 / 8.76
and3_1: 1 / 6.26
nand2_1: 1 / 3.75
nand2_2: 1 / 6.26
nand3_1: 1 / 5.00
nor2_1: 1 / 3.75
nor2b_2: 1 / 8.76
o21ai_1: 1 / 5.00
o21ai_2: 1 / 8.76
cells by family after synthesis:
group | share of synthesized area, %
AOI/OAI and AO/OA | 50.0
and+or+nand+nor | 50.0
layout make-up:
class                           count  area, um^2
Multi-Input combinational cell     10        78.8
Timing Repair Buffer               11        98.8
Tap cell                           46        57.6
Fill cell                         411        3180
Power figures rest on the tool's default switching activity, not on a simulated workload.
