==> design/flow/design.v <==
module add_1bit (A, B, CIN, S, COUT);
    input A, B, CIN;
    output reg S, COUT;
    always @ (A or B or CIN)
    begin
        S    = A ^ B ^ CIN;
        COUT = (A & B) | (A & CIN) | (B & CIN);
    end
endmodule
module add_4bit (a, b, c0, s, c4);
    input  [3:0] a, b;
    input  c0;
    output [3:0] s;
    output c4;
    wire [3:1] c;
    add_1bit add0 (a[0], b[0], c0,  s[0], c[1]);
    add_1bit add1 (a[1], b[1], c[1], s[1], c[2]);
    add_1bit add2 (a[2], b[2], c[2], s[2], c[3]);
    add_1bit add3 (a[3], b[3], c[3], s[3], c4);
endmodule
==> design/flow/run.sh <==
#!/bin/bash
# OpenROAD 26Q1-2900-gdf79404cd8, Yosys 0.63+post, stock flow scripts
make -C /OpenROAD-flow-scripts/flow DESIGN_CONFIG=/design/flow/config.mk WORK_HOME=/design/flow/orfs finish
==> design/flow/config.mk <==
export PLATFORM = sky130hd
export DESIGN_NAME = add_4bit
export DESIGN_NICKNAME = add_4bit
export VERILOG_FILES = /design/flow/design.v
export SDC_FILE = /design/flow/constraint.sdc
export NUM_CORES = 4
export LEC_CHECK = 1
export CORE_AREA = 10 10 70 70
export DIE_AREA = 0 0 80 80
==> design/flow/constraint.sdc <==
current_design add_4bit

set clk_period 2.2
set clk_io_pct 0.2

create_clock -name clk0 -period $clk_period

set non_clock_inputs [all_inputs -no_clocks]
set_input_delay [expr $clk_period * $clk_io_pct] -clock clk0 $non_clock_inputs
set_output_delay [expr $clk_period * $clk_io_pct] -clock clk0 [all_outputs]
==> GITHUB_STEP_SUMMARY <==
### Metrics collected by this job

| Metric | Value |
|---|---|
| Worst path buffer plus inverter count | 6 |
| Synthesis warning total | 1 |
| Finished Cell Area | between 300 and 400 um2 |
| Ratio of cells with drive above 1 in the final layout | between 50% and 60% |
| Final HPWL DP | approximately 510 um |
| Number of global-route vias before repair | 135 |
| Tally of clock buffers in the finished layout | 0 |
| FF+latch area | 0 um2 |
| Upper clock frequency limit | 395.7 MHz |
| Total via count in the routed design | 123 |
| Effective utilization at floorplan | 4.322% |
| Row Count | 21 |
| Area share of xor/xnor cells in the synthesized design | 0% |
| Global-route wire length before repair | around 700 um |
| Power density normalized to cell area | approximately 190 mW/mm2 |
| Post-route DRC violation count | 0 |
| Total number of warnings across the stage logs | 35 |
| Number of iterations in the first detailed-routing pass | 1 |
| Number of failing setup endpoints in the final timing report | 2 |
| Crit Path Class | input pin to primary output |
| RSZ-0062 raised after global routing | yes |
| Hold violation count in the final report | 0 |
| I/O pin total | 14 |
| Worst vdd rail ir drop | around 0.021 mV |
| Static Leak | 0.0001405 uW |
| Synthesized-area fraction occupied by and/or/nand/nor cells | 0% |
| Area of the die | 0.006400 mm2 |
| Total congestion overflow after global routing | 0 |
| Number of antenna violations at the first check in global routing | 0 |
| Die H | 80 um |
| Cells traversed along the worst timing path | buf_6 -> inv_4 -> fa_2 -> inv_2 -> fa_2 -> fa_2 -> inv_2 -> fa_1 -> inv_1 -> buf_2 |
| Total Neg Setup Slack | -0.4570 ns |
| GPL Wtd Cong | around 0.66 |
| DRC violation total after the first TritonRoute iteration | 0 |
| Biggest fanout along the worst timing path | 1 |
| Outcome | finished with violations |
| Cell Area, Synth | 147.6 um2 |
| Biggest cell delay along the critical path | 0.40 ns |
| Setup repair bufs after CTS | 0 |
| Final WL | 505 um |
| Post-layout minimum cycle time | 2.527 ns |
| Detail Route Antenna Nets | 0 |
| Crit path DRT | 1.76 ns |
| Arrival @ worst endpoint | 2.09 ns |
| Type of origin of the critical path | input pin |
| CP top delay family | adder cells |
| Most used cell along the critical path | sky130_fd_sc_hd__fa_2 |
| Final WS setup | -0.3274 ns |
| Aoi share | 0% |
| Number of diodes | 0 |
| Die width | about 80 um |
| Nature of the critical path endpoint | primary output |
| Worst hold-check slack | approximately 1.5 ns |
| Max-capacitance violation count | 0 |
| Area Growth Syn to Fin | 111.9% |
| Yosys stat cell total | 18 |
| Post-synthesis cell count | 18 |
| Dominant comb cell | adder cells |
| Final period utilization | 114.9% |
| Total of buffers placed on input and output ports | 14 |
| Fraction of synthesized area in multiplexers | 0% |
| Synthesized area per cell | 8.202 um2 |
| Routed wire length per instance | a little under 7 um |
| Worst slew margin relative to its limit | between 90% and 100% |
| Adder share | 54.24% |
| Num sequential | 0 |
| Overall Global Routing Usage | between 1 and 1.5% |
| Pin count of the biggest net entering global routing | 2 |
| Synthesis area per yosys | roughly 150 um2 |
| Worst-Margin Slew | between 0.1 and 0.15 ns |
| Cell at the slowest stage of the critical path | sky130_fd_sc_hd__fa_1 |
| Avg Vias per Cell | 1.662 |
| Failing checks | setup timing |
| Total core area | about 0.0034 mm2 |
| Sequential-to-total area share from yosys stat | 0% |
| Final core area utilization | under 10% |
| Post-detailed-placement cell area | about 320 um2 |
| Post-synthesis cell type count | 3 |
| Number of pins with negative max-slew slack in the final report | 0 |
| Worst hold path type | input pin to primary output |
Yosys cell counts:
cell type,instances,share of area [%]
sky130_fd_sc_hd__inv_1,10,25
sky130_fd_sc_hd__buf_4,4,20
sky130_fd_sc_hd__fa_1,4,54
final timing paths:
kind / startpoint / endpoint / slack (ns) / cells after the start
max: c0 / s[3] / -0.33 / 10
min: b[1] / s[1] / 1.51 / 3
layout by cell type, fill, tap and decap left out, drive strengths merged:
master         instances
fa                     4
dlygate4sd2            3
inv                   10
buf                    5
clkbuf                 1
clkdlybuf4s50          5
cells by family after synthesis:
family | Yosys count
adders and majority gates | 4
buffers and inverters | 14
stage by stage:
stage | cells | total power (uW) | setup slack [ns]
3_5_place_dp | 74 | 70.40 | -1.061
2_1_floorplan | 18 | 31.82 | -0.1821
6_report | 74 | 58.68 | -0.3274
4_1_cts | 74 | 62.80 | -0.4019
3_3_place_gp | 74 | 69.41 | -1.046
5_1_grt | 74 | 68.59 | -0.3914
per-layer routing:
metal  vias to the layer above  GRT usage (%)  wire length, um
li1                         60              -                -
met1                        56          1.404              170
met2                         7          2.408              234
met3                         0          1.250              101
met4                         0              0                0
met5                         -              0                0
final cells by class:
class / instances / area, um2
multi-input cells: 4 / 87.58
inverters: 10 / 42.54
repair buffers: 14 / 125.1
fillers: 404 / 3103
well taps: 46 / 57.56
report_power, final:
part | total (uW) | internal, uW | switching (uW)
Combinational | 58.7 | 37.5 | 21.2
Clock | 0 | 0 | 0
Sequential | 0 | 0 | 0
repair_timing:
action | CTS | global route
hold buffers | 0 | 0
gates resized | 31 | 2
endpoints found under the setup margin | 5 | 3
pin swaps | 4 | 3
Power figures rest on the tool's default switching activity, not on a simulated workload.
