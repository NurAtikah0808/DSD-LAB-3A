==> flow/design.v <==
module decoder_7seg (m, dis);
    input  [3:0] m;
    output reg [6:0] dis;
    always @ (m)
    begin
        case (m)
            4'd0: dis = 7'b1000000;
            4'd1: dis = 7'b1111001;
            4'd2: dis = 7'b0100100;
            4'd3: dis = 7'b0110000;
            4'd4: dis = 7'b0011001;
            4'd5: dis = 7'b0010010;
            4'd6: dis = 7'b0000010;
            4'd7: dis = 7'b1111000;
            4'd8: dis = 7'b0000000;
            4'd9: dis = 7'b0010000;
            default: dis = 7'b1111111;
        endcase
    end
endmodule
==> flow/run.sh <==
#!/bin/bash
# OpenROAD 26Q1-2900-gdf79404cd8, Yosys 0.63+post, stock flow scripts
make -C /OpenROAD-flow-scripts/flow DESIGN_CONFIG=/design/flow/config.mk WORK_HOME=/design/flow/orfs finish
==> flow/config.mk <==
export PLATFORM = sky130hd
export DESIGN_NAME = decoder_7seg
export DESIGN_NICKNAME = decoder_7seg
export VERILOG_FILES = /design/flow/design.v
export SDC_FILE = /design/flow/constraint.sdc
export NUM_CORES = 4
export LEC_CHECK = 1
export CORE_AREA = 10 10 70 70
export DIE_AREA = 0 0 80 80
==> flow/constraint.sdc <==
current_design decoder_7seg

set clk_period 1.2
set clk_io_pct 0.2

create_clock -name clk0 -period $clk_period

set non_clock_inputs [all_inputs -no_clocks]
set_input_delay [expr $clk_period * $clk_io_pct] -clock clk0 $non_clock_inputs
set_output_delay [expr $clk_period * $clk_io_pct] -clock clk0 [all_outputs]
==> flow_metrics.py <==
# Auto-generated metrics
metrics = {
    "outcome": {
        "status": "complete, but fails checks",
        "violations": "setup timing",
    },
    "cells_and_area": {
        "seq_cells": 0,
        "n_clock_buffer": 0,
        "postLayoutCellArea_um2": 459.2,
        "syn_to_final_growth_pct": 118.5,
        "flop_area_um2": 0,
        "drive_gt1_share_pct": 54.00,
    },
    "timing": {
        "rsz0062_at_grt": "yes",
        "post-route-period-util_pct": 115.4,
        "drv_slew": 0,
        "finalSetupTns_ps": -555.7,
        "tightestPinTransition_ps": 197.5,
        "fin_ws_ps": -184.8,
        "finalHoldViolCount": 0,
        "post-route-min-period_ps": 1385,
        "max_freq_mhz": 722.1,
        "slew_headroom_pct": 86.70,
        "setup_viol": 6,
    },
    "logic_synthesis": {
        "synth_cells": 33,
        "avgSynthCellArea_um2": 6.370,
        "syn_area_um2": 210.2,
        "synth.distinct_cells": 13,
        "ys_top_cells_by_count": "6 x o21ai_0, 5 x ha_1, 5 x nor2_1, 4 x nand2b_1, 3 x inv_1",
        "ys_seq_share_pct": 0,
        "yosys_cells": 33,
        "synth.top_cell.area_share_pct": 29.76,
        "most_common_cell": "o21ai_0",
        "top_area_cell": "ha_1",
        "topCellsByArea": "ha_1 30%, o21ai_0 14%, nand2b_1 12%",
        "ys_warn_count": 1,
        "yosysChipArea_um2": 210.2,
    },
    "detailed_routing": {
        "post-route-drc-count": 0,
        "routed_wl_um": 723,
        "post_drt_via_cell_ratio": 2.740,
        "dr.pass1.iters": 4,
        "drtAntennaViolNets": 0,
        "via_count": 263,
        "wl_per_cell_um": 7.531,
        "n_antenna_cell": 0,
        "first_iter_violations": 11,
    },
    "placement": {
        "dpl.hpwl_um": 566.7,
        "place_area_um2": 391.6,
        "gp_congestion": 0.7603,
        "port-buffer-count": 11,
    },
    "worst_setup_path": {
        "cp_max_fo": 4,
        "crit_type": "primary input to output pin",
        "crit_required_ps": 960,
        "start_kind": "primary input",
        "endpoint_kind": "output pin",
        "critPathLaunch": "m[0]",
        "critPathArrivalTime_ps": 1140,
    },
    "global_route": {
        "grt.overflow.total": 0,
        "grt_pass1_vias": 243,
        "grt_use_total_pct": 2.217,
        "grt_pass1_wl_mm": 1.193,
        "antenna_found_initial": 0,
        "grt_max_degree": 11,
    },
    "flow_run": {
        "cap_viol_max_count": 0,
        "openroad.warnings": 38,
    },
    "pwr": {
        "p_leak_uw": 0.0001907,
        "power_per_cell_area_nw_per_um2": 282.1,
        "max-vdd-ir-drop_mv": 0.04422,
    },
    "floorplan": {
        "die-area_um2": 6400,
        "num_io_pins": 11,
        "die.size.y_um": 80,
        "initCoreUtil_pct": 6.154,
        "core_um2": 3416,
        "fp.dieW_um": 80,
        "num_rows": 21,
    },
    "min_path": {
        "hold_class": "primary input to output pin",
        "hp-start": "m[3]",
        "hold_depth": 4,
    },
    "clock_network": {
        "cts_hold_buf": 0,
    },
}
[repair_timing]
| item | in CTS | in global routing |
|---|---|---|
| endpoints found under the hold margin | 0 | 0 |
| pin swaps | 9 | 4 |
| endpoints found under the setup margin | 7 | 7 |
| setup buffers | 2 | 2 |
| resized | 43 | 15 |
[worst paths after layout]
path	to
setup / recovery	dis[3]
hold / removal	dis[2]
[kinds of logic (layout without fill, tap and decap cells)]
family	count (synthesis)	count (layout)	synth area share, %
adders and majority gates	5	5	29.76
and+or+nand+nor	13	13	30.96
AOI/OAI and AO/OA	10	10	26.19
buffers and inverters	5	22	13.09
[area by class of cell]
type / count / area, um^2
fill: 393 / 2957
multi-input combinational: 28 / 234.0
timing repair buffer: 19 / 148.9
tap: 46 / 57.56
inverter: 3 / 18.77
[layout by cell type, fill, tap and decap left out, drive strengths merged]
cell / netlist / routed
or2b: 1 / 1
ha: 5 / 5
inv: 3 / 3
clkbuf: 0 / 1
nor2: 5 / 5
clkdlybuf4s15: 0 / 1
o21ai: 6 / 6
buf: 2 / 16
nand2b: 4 / 4
a31oi: 1 / 1
a21oi: 3 / 3
dlygate4sd2: 0 / 1
nand2: 2 / 2
or2: 1 / 1
[metrics by stage]
stage	util (%)	power [uW]	std cells	hold WS, ps	setup slack, ps
after global routing	13.44	149.2	96	920.6	-256.7
after floorplan	-	43.23	33	568.4	117.8
final	13.44	129.5	96	874.3	-184.8
after global placement	11.47	117.3	92	1657	-942.5
after CTS	11.76	112.3	94	928.5	-208.7
after detailed placement	11.47	116.6	92	1645	-951.4
[power breakdown]
| part | switching (uW) | leakage [uW] | total [uW] | internal, uW |
|---|---|---|---|---|
| combinational | 55.9 | 0.000191 | 130 | 73.6 |
| clock | 0 | 0 | 0 | 0 |
| sequential | 0 | 0 | 0 | 0 |
[metal layers]
| layer | vias up | GRT usage [%] | part of all wire [%] | wire [um] |
|---|---|---|---|---|
| met1 | 116 | 3.164 | 46 | 336 |
| li1 | 141 | - | - | - |
| met4 | 0 | 0 | 0 | 0 |
| met2 | 6 | 3.612 | 47 | 341 |
| met3 | 0 | 0.3409 | 6.2 | 45 |
| met5 | - | 0 | 0 | 0 |
[worst max-delay path: stages]
cell	delay, ps
buf_6	110
ha_4	140
or2_1	220
a21oi_2	160
buf_4	120
a31oi_1	30
buf_2	120
Power and IR drop assume default switching activity.
